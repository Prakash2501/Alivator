==> /design/flow/design.v <==
module elevator_fsm (
    input clk,
    input rst,
    input fifo_empty,
    input [3:0] fifo_dout,
    output reg fifo_rd,
    output reg [3:0] floor,
    output reg [1:0] dir,
    output reg door
);
    reg [3:0] target;
    always @(posedge clk or posedge rst) begin
        if (rst) begin
            floor <= 0;
            dir   <= 2'b11;
            door  <= 0;
            fifo_rd <= 0;
            target <= 0;
        end else begin
            fifo_rd <= 0;
            door <= 0;
            if (dir == 2'b11 && !fifo_empty) begin
                fifo_rd <= 1;
                target <= fifo_dout;
                if (fifo_dout > floor) dir <= 2'b00;
                else if (fifo_dout < floor) dir <= 2'b01;
            end
            else if (dir == 2'b00) begin
                if (floor < target)
                    floor <= floor + 1;
                else begin
                    door <= 1;
                    dir <= fifo_empty ? 2'b11 : dir;
                end
            end
            else if (dir == 2'b01) begin
                if (floor > target)
                    floor <= floor - 1;
                else begin
                    door <= 1;
                    dir <= fifo_empty ? 2'b11 : dir;
                end
            end
        end
    end
endmodule
==> /design/flow/run.sh <==
#!/bin/bash
# OpenROAD 26Q1-2900-gdf79404cd8, Yosys 0.63+post, stock flow scripts
make -C /OpenROAD-flow-scripts/flow DESIGN_CONFIG=/design/flow/config.mk WORK_HOME=/design/flow/orfs finish
==> /design/flow/config.mk <==
export PLATFORM = sky130hd
export DESIGN_NAME = elevator_fsm
export DESIGN_NICKNAME = elevator_fsm
export VERILOG_FILES = /design/flow/design.v
export SDC_FILE = /design/flow/constraint.sdc
export NUM_CORES = 4
export LEC_CHECK = 1
export CORE_AREA = 10 10 95 95
export DIE_AREA = 0 0 105 105
==> /design/flow/constraint.sdc <==
current_design elevator_fsm

set clk_period 3.3
set clk_io_pct 0.2

create_clock -name clk0 -period $clk_period [get_ports {clk}]

set non_clock_inputs [all_inputs -no_clocks]
set_input_delay [expr $clk_period * $clk_io_pct] -clock clk0 $non_clock_inputs
set_output_delay [expr $clk_period * $clk_io_pct] -clock clk0 [all_outputs]
==> results.yml <==
# implementation run metrics
status:
  outcome: "completed"
synth:
  most_common_cell: "inv_1"
  ys_cells: 79
  synth_cell_types: 23
  ys.flops: 12
  yosys-top-cells-area: "dfrtp_1 (33%), ha_1 (16%), dfstp_2 (6.9%)"
  syn_area_um2: 767
  ys.flop_type: "dfrtp_1"
  synth-edff-count: 0
  ys_top_cells_by_count: "inv_1 (12), dfrtp_1 (10), ha_1 (10), nand2_1 (10), a21oi_1 (7)"
  ys_area_um2: 767
  synth-async-reset-ratio_pct: 100
  yosysTopAreaCell: "dfrtp_1"
  synth.top_cell.area_share_pct: 32.6
  synth.avg_cell_area_um2: 9.71
  yosys_warnings: 1
  synth_seq_share_pct: 39.5
  syn_inst: 79
placement:
  place.gp.congestion: 0.825
  hpwl_mm: 1.48
  port_buffers: 14
clock_network:
  cts_buffer_depth: 2
  cts_buffers: 3
  cts.clk_slew.worst_paths_ns: 0.06
  holdBufCountCts: 0
  clk-insertion-delay-late_ns: 0.24
  cts_setup_buffers: 0
  cts.sinks: 12
  htreeDepth: 1
  cts_root_buf: "clkbuf_8"
  post_cts_resized: 0
  tritoncts: "built"
worst_setup_path:
  critical_path_class: "reg2out"
  crit_buf_inv: 1
  critPathArrivalTime_ns: 1.35
  cp_slowest_stage_delay_ns: 0.59
  path_max_fanout: 8
  reg2reg_slack_ns: 1.40
  reg2reg_to: "floor[1]"
  cpMaxStageDelayCell: "dfstp_2"
  r2r-start: "floor[1]"
  crit_chain: "clkdlybuf4s50_1"
  critical-path-top-delay-family: "flip-flops"
  worst-r2r-cell-count: 5
  worstSetupEndpointType: "output pin"
  critPathRequiredTime_ns: 2.64
  worst_setup_path_start_kind: "flip-flop"
pwr:
  p_seq_share_pct: 29.8
  p_sw_share_pct: 37.9
  power_density_nw_per_um2: 866
  intPower_mw: 0.582
  pwr-share-clk_pct: 17.3
  peakVddDrop_uv: 213
  leakage_nw: 0.470
  pwr-share-comb_pct: 52.9
  p_switching_mw: 0.355
  p_total_mw: 0.937
global_route:
  antenna_found_initial: 0
  grt_pass1_vias: 598
  gr-total-overflow: 0
  grt_pass1_wl_mm: 3.09
  grt_max_degree: 13
  grt_use_total_pct: 3.42
floorplanning:
  rows: 30
  die_area_um2: 11000
  die_w_um: 105
  core-area_um2: 6910
  pin_count: 15
  die_h_um: 105
  initCoreUtil_pct: 11.1
cells_and_area:
  area_growth_pct: 41.1
  drive_gt1_share_pct: 12.4
  utilization_pct: 15.7
timing:
  slew_violations: 0
  skew_ns: 0.00607
  max-slew-margin-rel_pct: 68.3
  worst_pin_slew_ns: 0.474
  layout_min_cycle_time_ns: 2.01
  final.period_utilization_pct: 60.8
  finalSetupTns_ns: 0
  hold_viol_final: 0
  fmax_mhz: 498
  rsz0062_at_grt: "false"
  report.final.setup_viol: 0
detailed_routing:
  viasPerCell: 3.10
  drt_iter0_markers: 27
  n_antenna_cell: 0
  wl_per_cell_um: 9.47
  firstDrtPassIters: 4
  drc: 0
  ant_nets: 0
  num_vias: 598
  totalWireLength_mm: 1.83
job:
  drv_cap: 0
  warnings: 25
hold_path:
  worstHoldStart: "dir[1]"
  min_path_cells: 1
  hold_end: "dir[1]"
  hp-class: "reg2reg"
## placed cells by master (no fill, tap or decap), types with 2 or more instances in the layout
cell type / netlist / layout
clkdlybuf4s50_1: 0 / 14
inv_1: 12 / 12
dfstp_2: 2 / 2
a21oi_1: 7 / 7
nand4_1: 2 / 2
mux2i_1: 3 / 3
nor2_1: 2 / 2
xnor2_1: 3 / 3
o21ai_1: 5 / 5
nand2_1: 10 / 10
clkbuf_8: 0 / 4
ha_1: 10 / 10
mux2_4: 2 / 2
dfrtp_1: 10 / 10
## cell type report
class                           count  area [um^2]
Tap cell                           96          120
Fill cell                         795         5820
Sequential cell                    12          303
Inverter                           13         48.8
Multi-Input combinational cell     54          415
Timing Repair Buffer               14          140
Clock buffer                        4         55.1
## sequential cells by signal, summed over array words and instances, names as in the netlist
name and count:
dir 2, door 1, fifo_rd 1, floor 4, target 4
## power groups by stage
stage / Combinational [mW] / Clock [mW] / Sequential [mW]
final: 0.496 / 0.162 / 0.279
after global routing: 0.583 / 0.175 / 0.289
after CTS: 0.510 / 0.163 / 0.281
## worst max path at each step
stage	from	slack, ns	end	cells past startpoint
6_report	dir[0]	1.29	dir[0]	1
4_1_cts	dir[0]	1.28	dir[0]	1
5_1_grt	dir[0]	1.24	dir[0]	1
## worst register-to-register path: cells and delay by family (launching register included)
kind	cells	cell delay, ns
AOI/OAI and AO/OA	2	0.32
DFF	1	0.47
muxes	2	0.66
adders and majority gates	1	0.34
## routing by layer
metal  up-vias  global-route usage (%)  part of all wire [%]
met5         -                       0                     0
met4         0                   0.196                  0.77
met2        13                    5.38                    45
li1        300                       -                     -
met3         2                    1.37                   6.8
met1       283                    4.51                    47
## kinds of logic after synthesis
kind of cell    Yosys count  share of synthesized area (%)
flops                    12                           39.5
compound gates           17                           12.9
fa+ha+maj                11                           18.9
xor+xnor                  3                           3.43
mux                       5                           7.83
simple gates             18                           11.1
buf+inv                  13                           6.36
## through the flow
step / cell area [um^2] / hold slack (ns) / instances / worst slack [ns]
6_report: 1080 / 0.528 / 193 / 1.29
2_1_floorplan: 767 / 0.460 / 79 / 1.53
5_1_grt: 1080 / 0.549 / 193 / 1.24
3_3_place_gp: 1030 / 0.509 / 189 / 1.30
3_5_place_dp: 1030 / 0.521 / 189 / 1.27
4_1_cts: 1080 / 0.529 / 193 / 1.28
No activity file was given, so power comes from the tool's default toggle rates.
