**./design.v**
```verilog
module scheduler_elevator (
    input clk,
    input rst,
    input [3:0] curr_l1, curr_l2,
    input [1:0] dir_l1, dir_l2,
    input req_valid,
    input [3:0] req_new,
    output reg wr_l1, wr_l2,
    output reg [3:0] din_l1, din_l2
);
    reg toggle;
    reg [3:0] dist_l1, dist_l2;
    reg ok_l1, ok_l2;
    always @(posedge clk or posedge rst) begin
        if (rst)
            toggle <= 0;
        else if (req_valid)
            toggle <= ~toggle;
    end
    always @(*) begin
        wr_l1 = 0; wr_l2 = 0;
        din_l1 = 0; din_l2 = 0;
        dist_l1 = (curr_l1 > req_new) ? (curr_l1 - req_new) : (req_new - curr_l1);
        dist_l2 = (curr_l2 > req_new) ? (curr_l2 - req_new) : (req_new - curr_l2);
        ok_l1 = (dir_l1 == 2'b11) ||
                (dir_l1 == 2'b00 && req_new >= curr_l1) ||
                (dir_l1 == 2'b01 && req_new <= curr_l1);
        ok_l2 = (dir_l2 == 2'b11) ||
                (dir_l2 == 2'b00 && req_new >= curr_l2) ||
                (dir_l2 == 2'b01 && req_new <= curr_l2);
        if (req_valid) begin
            if (ok_l1 && ok_l2) begin
                if (dist_l1 < dist_l2) begin
                    wr_l1 = 1; din_l1 = req_new;
                end else if (dist_l2 < dist_l1) begin
                    wr_l2 = 1; din_l2 = req_new;
                end else begin
                    if (toggle) begin
                        wr_l1 = 1; din_l1 = req_new;
                    end else begin
                        wr_l2 = 1; din_l2 = req_new;
                    end
                end
            end
            else if (ok_l1) begin
                wr_l1 = 1; din_l1 = req_new;
            end
            else if (ok_l2) begin
                wr_l2 = 1; din_l2 = req_new;
            end
            else begin
                if (dir_l1 == 2'b11) begin
                    wr_l1 = 1; din_l1 = req_new;
                end else begin
                    wr_l2 = 1; din_l2 = req_new;
                end
            end
        end
    end
endmodule
```
**./run.sh**
```bash
#!/bin/bash
# OpenROAD 26Q1-2900-gdf79404cd8, Yosys 0.63+post, stock flow scripts
make -C /OpenROAD-flow-scripts/flow DESIGN_CONFIG=/design/flow/config.mk WORK_HOME=/design/flow/orfs finish
```
**./config.mk**
```make
export PLATFORM = sky130hd
export DESIGN_NAME = scheduler_elevator
export DESIGN_NICKNAME = scheduler_elevator
export VERILOG_FILES = /design/flow/design.v
export SDC_FILE = /design/flow/constraint.sdc
export NUM_CORES = 4
export LEC_CHECK = 1
export CORE_AREA = 10 10 70 70
export DIE_AREA = 0 0 80 80
```
**./constraint.sdc**
```tcl
current_design scheduler_elevator

set clk_period 5.8
set clk_io_pct 0.2

create_clock -name clk0 -period $clk_period [get_ports {clk}]

set non_clock_inputs [all_inputs -no_clocks]
set_input_delay [expr $clk_period * $clk_io_pct] -clock clk0 $non_clock_inputs
set_output_delay [expr $clk_period * $clk_io_pct] -clock clk0 [all_outputs]
```
==> impl_metrics.json <==
{
  "netlist_instances": 109,
  "finalMaxSlewViolations": 0,
  "slew_headroom_pct": 47.8,
  "end_kind": "primary output",
  "power_leakage_nw": 0.687,
  "floorplan.core_util_pct": 25.8,
  "final_area_um2": 1380,
  "fillers": 343,
  "cts.clk_slew.worst_paths_ps": 0,
  "drv_cap": 0,
  "ys_cells": 109,
  "finish.utilization_pct": 40.3,
  "status": "complete, no violations",
  "post-dp-hpwl_mm": 2.19,
  "antenna_found_initial": 0,
  "yosysUniqueCellTypes": 29,
  "top_regs": "toggle x1",
  "grt_pass1_vias": 868,
  "final.setup_skew_ps": 0,
  "cp_cell_sequence": "clkdlybuf4s50_1 -> inv_2 -> fa_2 -> nor2b_1 -> o21a_1 -> o21a_1 -> mux2i_1 -> xor2_1 -> ha_1 -> nand4_1 -> nor2_1 -> a21oi_2 -> nor3_4 -> o21ba_1 -> clkdlybuf4s50_1",
  "hold_path_class": "reg -> reg",
  "warnings": 36,
  "path_buffers": 3,
  "port-buffer-count": 28,
  "required_ps": 4640,
  "vias": 879,
  "place_area_um2": 1260,
  "ys.flops": 1,
  "power_density_nw_per_um2": 134,
  "gp_congestion": 0.839,
  "core_um2": 3420,
  "total_power_uw": 185,
  "syn_to_final_growth_pct": 56.6,
  "top_register": "toggle",
  "cp_num_cells": 15,
  "drc_errors": 0,
  "num_io_pins": 29,
  "die_area_um2": 6400,
  "antenna_cells": 0,
  "timing.fmax_mhz": 178,
  "setup_viol": 0,
  "grt_max_degree": 11,
  "syn-mean-instance-area_um2": 8.07,
  "drive_above_1_share_pct": 18.1,
  "ant_nets": 0,
  "die_h_um": 80,
  "largest_register_ff_count": 1,
  "synth-area-yosys_um2": 880,
  "layout_top_cell": "clkdlybuf4s50_1",
  "grt_usage_pct": 7.11,
  "wirelength_mm": 2.54,
  "slowest_stage": "clkdlybuf4s50_1",
  "period_needed_ps": 5630,
  "timing_worst_setup_path_type": "in -> out",
  "dr.pass1.iters": 4,
  "irDropWorstVdd_mv": 0.0368,
  "crit_arrival_ps": 4470,
  "die_w_um": 80,
  "drt_iter0_markers": 17,
  "grt_first_pass_wirelength_mm": 3.86,
  "syn_area_um2": 880,
  "tightest_slew_ps": 777,
  "worst-path-max-fanout": 5,
  "crit_family": "buffers and inverters",
  "min_path_cells": 1,
  "worst_r2r_path_depth": 1,
  "clk_latency_ps": 0,
  "yosysWarnings": 1,
  "hold_viol": 0,
  "post-route-period-util_pct": 97.1,
  "postSynthSeqShare_pct": 2.84,
  "grt-ovfl-total": 0,
  "startpoint_type": "primary input",
  "holdBufCountCts": 0,
  "routed_via_density": 4.63,
  "rows": 21,
  "fin_hold_ws_ps": 485,
  "wl_per_cell_um": 13.3,
  "cpPeakStageDelay_ps": 490,
  "final_cell_mix": "clkdlybuf4s50_1, inv_1, ha_1"
}
==> synthesized netlist by cell type <==
| library cell | number | area (um^2) |
|---|---|---|
| a31oi_2 | 1 | 12.5 |
| a21oi_1 | 8 | 40.0 |
| nand4b_1 | 1 | 8.76 |
| a31oi_1 | 3 | 18.8 |
| a21o_1 | 2 | 15.0 |
| nor2_1 | 4 | 15.0 |
| buf_2 | 1 | 5.00 |
| inv_1 | 18 | 67.6 |
| fa_1 | 4 | 80.1 |
| o21a_1 | 3 | 22.5 |
| nand3_1 | 1 | 5.00 |
| dfrtp_1 | 1 | 25.0 |
| nor4_2 | 1 | 12.5 |
| nand4_1 | 3 | 18.8 |
| a211o_1 | 1 | 8.76 |
| ha_1 | 20 | 250 |
| nand3b_1 | 2 | 15.0 |
| nor3_4 | 1 | 16.3 |
| nor3_1 | 6 | 30.0 |
| xor2_1 | 5 | 43.8 |
| a21oi_2 | 1 | 8.76 |
| nor2b_1 | 2 | 12.5 |
| o21ba_1 | 4 | 40.0 |
| mux2i_1 | 5 | 50.1 |
| nand2_1 | 7 | 26.3 |
| o211ai_1 | 1 | 7.51 |
| and4_4 | 1 | 11.3 |
| nor3b_1 | 1 | 7.51 |
| o21ai_1 | 1 | 5.00 |
==> repair_timing <==
action	4_1_cts	5_1_grt
endpoints found under the hold margin	0	0
endpoints found under the setup margin	10	10
pin swaps	5	14
gates resized	3	22
setup buffers	1	0
cloned	1	0
==> power by group <==
part / switching [mW] / internal, mW
clock network: 0 / 0
registers: 0.00321 / 0.0108
logic: 0.0831 / 0.0876
==> area by class of cell <==
type | instances | area (um^2) | share of cell area (%)
Inverter | 18 | 67.6 | 4.90
Tap cell | 46 | 57.6 | 4.18
Timing Repair Buffer | 35 | 349 | 25.3
Sequential cell | 1 | 25.0 | 1.82
Multi-Input combinational cell | 90 | 878 | 63.8
==> path summary, 6_finish.rpt <==
check / start / endpoint / slack [ps]
min: toggle / toggle / 490
min in group asynchronous: rst / toggle / 1300
max: curr_l2[1] / din_l2[0] / 170
min reg2reg: toggle / toggle / 490
max reg2reg: toggle / toggle / 5120
max in group asynchronous: rst / toggle / 4410
==> metrics by stage <==
stage,TNS [ps],worst slack (ps),std cells
floorplan,0,1060,109
finish,0,169,190
detailed placement,-1100,-164,189
global placement,-403,-86.6,189
global route,-8.42,-8.42,190
CTS,0,3.11,191
==> routing by layer <==
layer / share of wire [%] / global-route usage (%) / up-vias
li1: - / - / 457
met1: 46 / 8.87 / 417
met2: 53 / 13.6 / 5
met3: 1.4 / 0.455 / 0
met4: 0 / 0 / 0
met5: 0 / 0 / -
==> kinds of logic (layout without fill, tap and decap cells) <==
group,count (synthesis),in the layout,share of synthesized area (%)
and+or+nand+nor,30,31,20.3
AOI/OAI and AO/OA,25,25,20.3
adders and majority gates,24,24,37.6
buffers and inverters,19,53,8.25
xor gates and xnor gates,5,5,4.98
muxes,5,5,5.69
DFF,1,1,2.84
Power and IR drop assume default switching activity.
